**config.mk**
```make
export PLATFORM = sky130hd
export DESIGN_NAME = up_counter_4bit
export DESIGN_NICKNAME = up_counter_4bit
export VERILOG_FILES = /design/flow/design.v
export SDC_FILE = /design/flow/constraint.sdc
export NUM_CORES = 4
export LEC_CHECK = 1
export CORE_AREA = 10 10 70 70
export DIE_AREA = 0 0 80 80
```
**constraint.sdc**
```tcl
current_design up_counter_4bit

set clk_period 1.0
set clk_io_pct 0.2

create_clock -name clk0 -period $clk_period [get_ports {clk}]

set non_clock_inputs [all_inputs -no_clocks]
set_input_delay [expr $clk_period * $clk_io_pct] -clock clk0 $non_clock_inputs
set_output_delay [expr $clk_period * $clk_io_pct] -clock clk0 [all_outputs]
```
**design.v**
```verilog
module up_counter_4bit(input clk, input rst, output reg [3:0] count);
always @(posedge clk or posedge rst) begin
  if (rst)
    count <= 0;
  else
    count <= count + 1;
end
endmodule
```
**run.sh**
```bash
#!/bin/bash
# OpenROAD 26Q1-2900-gdf79404cd8, Yosys 0.63+post, stock flow scripts
make -C /OpenROAD-flow-scripts/flow DESIGN_CONFIG=/design/flow/config.mk WORK_HOME=/design/flow/orfs finish
```
==> flow_summary_export.csv <==
group,metric,value,unit
status,outcome,"completed",
global_route,overflow,0,
sta,slew_viol_final,0,
synthesis,synth_area,143,µm²
run,drv_cap,0,
pwr,p_leak,0.153,nW
synthesis,syn_inst,10,
global_route,grt_max_degree,5,
drt,drc_errors,0,
sta,fmax,1050,MHz
sta,skew,0.00213,ns
setup_path,crit_fanout,3,
sta,fin_crit,0.949,ns
drt,vias,122,
synthesis,ys_warn_count,1,
drt,firstDrtPassIters,2,
pwr,ir_drop,0.165,mV
synthesis,netlist.area_leader.share,70.2,%
clock_tree,cts_sinks,4,
finish,fillers,403,
clock_tree,cts_buffers,3,
setup_path,crit_path_end_kind,"flop",
placement,pre_cts_ws,-0.0949,ns
placement,place_inst,64,
finish,regMostFlops,"count",
clock_tree,clkLatencyLatePin,0.23,ns
drt,ant_nets,0,
synthesis,ys_async_sr_fraction,100,%
sta,tightest_slew,0.144,ns
finish,fin_cells,70,
synthesis,numSynthFlops,4,
finish,drive_gt1_share,58.3,%
synthesis,top_cells_by_count,"4 x dfrtp_1, 2 x inv_1",
run,warnings,26,
clock_tree,clk_pin_slew,0.04,ns
clock_tree,cts_tree,"built",
global_route,grt_pass1_wl,690,µm
die,die_y,80,µm
die,num_rows,21,
pwr,total_power,0.000368,W
setup_path,ff2ff_path_depth,3,
global_route,grt_pass1_vias,151,
drt,wl_per_cell,6.19,µm
die,core_area,0.00342,mm²
finish,final_core_util,8.79,%
drt,n_antenna_cell,0,
drt,drtIter0Drc,5,
setup_path,critPathKind,"reg -> reg",
die,dieArea,0.00640,mm²
setup_path,worst_ep_arrival_time,1.07,ns
clock_tree,hold_buffers,0,
global_route,antenna_found_initial,0,
sta,relSlewSlack,90.4,%
clock_tree,clockBufferDepth,2,
synthesis,yosysCellCount,10,
placement,place.gp.congestion,0.657,
sta,rsz0062_at_grt,"false",
placement,numPortBuffers,5,
hold_path,hold_class,"in -> async",
sta,hold_viol,0,
finish,largestRegisters,"count (4)",
synthesis,topCellsByArea,"dfrtp_1 70%, ha_1 8.8%, xnor2_1 6.1%, xor2_1 6.1%, inv_1 5.3%",
die,io_pins,6,
finish,areaGrowthSynthToFinish,111,%
setup_path,critPathLaunchType,"flop",
clock_tree,h-tree-depth,1,
drt,drt_wl_total,433,µm
synthesis,yosys.cell_types.count,6,
synthesis,ys_area,143,µm²
sta,setup_slack,0.0514,ns
die,initial_utilization,4.18,%
die,die_x,80,µm
clock_tree,clock-root-buffer,"clkbuf_4",
synthesis,edf_count,0,
global_route,track_usage,1.58,%
pwr,powerDensity,1230,mW/mm²
sta,min_period_over_period,94.9,%
sta,hold_ws,0.151,ns
drt,vias_per_cell,1.74,
synthesis,most_common_cell,"dfrtp_1",
synthesis,ys_seq_share,70.2,%
synthesis,yosys.area.top_type,"dfrtp_1",
sta,setup_viol,0,
synthesis,yosys_most_used_dff,"dfrtp_1",
synthesis,synth.avg_cell_area,14.3,µm²
setup_path,required,1.12,ns
finish,largest_reg_flops,4,
-- logic make-up (layout without fill, tap and decap cells) --
family        count (synthesis)  after routing  synth area share, %
flops                         4              4                 70.2
simple gates                  1              1                 3.51
buf+inv                       2             16                 5.27
fa+ha+maj                     1              1                 8.77
xor+xnor                      2              2                 12.3
-- worst max-delay path: stages, from the launching register on --
cell and delay (ns):
dfrtp_1 0.38, buf_4 0.15, ha_2 0.18, xor2_1 0.13
-- placed cells by master (no fill, tap or decap) --
cell and n:
buf_2 1, buf_4 6, clkbuf_2 3, clkbuf_4 3, clkdlybuf4s50_1 1, dfrtp_1 4
ha_2 1, inv_1 2, nand3_1 1, xnor2_1 1, xor2_1 1
-- final cells by class --
class	instances	area [µm²]	area share [%]
Inverter	2	7.51	2.50
Sequential cell	4	100	33.3
Timing Repair Buffer	11	75.1	25.0
Clock buffer	3	22.5	7.50
Tap cell	46	57.6	19.2
Multi-Input combinational cell	4	37.5	12.5
-- report_power, final --
part / internal, W / switching, W / total [W] / leakage (nW)
combinational: 0.00000366 / 0.00000324 / 0.00000691 / 0.0822
sequential: 0.000163 / 0 / 0.000163 / 0.0566
clock: 0.000134 / 0.0000641 / 0.000198 / 0.0138
-- stage by stage --
stage                     TNS [ns]  instance area [µm²]
after floorplan                  0                  143
after global placement      -0.123                  273
after detailed placement    -0.113                  273
after CTS                  -0.0327                  313
after global routing             0                  300
final                            0                  300
-- repair_timing --
| action | in CTS | in global routing |
|---|---|---|
| setup buffers | 3 | 0 |
| gates resized | 10 | 4 |
| endpoints found under the setup margin | 4 | 4 |
| gates cloned | 0 | 0 |
-- per-layer routing --
layer / global-route usage (%) / wire, µm / part of all wire, %
met1: 1.34 / 187 / 43
met2: 1.44 / 125 / 29
met3: 2.95 / 120 / 28
met4: 0.704 / 0 / 0
met5: 0 / 0 / 0
-- path summary, 6_finish.rpt --
| path | startpoint | endpoint | slack, ns |
|---|---|---|---|
| max reg2reg | count[0] | count[2] | 0.05 |
| min | rst | count[3] | 0.15 |
| min in group clk0 | count[0] | count[0] | 0.55 |
| max | count[0] | count[2] | 0.05 |
| max in group asynchronous | rst | count[0] | 0.70 |
| min reg2reg | count[0] | count[0] | 0.55 |
Power is estimated from default activity; no workload was simulated.
