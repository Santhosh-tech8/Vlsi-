## ./config.mk

```make
export PLATFORM = sky130hd
export DESIGN_NAME = mod_10_counter
export DESIGN_NICKNAME = mod_10_counter
export VERILOG_FILES = /design/flow/design.v
export SDC_FILE = /design/flow/constraint.sdc
export NUM_CORES = 4
export LEC_CHECK = 1
export CORE_AREA = 10 10 70 70
export DIE_AREA = 0 0 80 80
```

## ./constraint.sdc

```tcl
current_design mod_10_counter

set clk_period 1.1
set clk_io_pct 0.2

create_clock -name clk0 -period $clk_period [get_ports {clk}]

set non_clock_inputs [all_inputs -no_clocks]
set_input_delay [expr $clk_period * $clk_io_pct] -clock clk0 $non_clock_inputs
set_output_delay [expr $clk_period * $clk_io_pct] -clock clk0 [all_outputs]
```

## ./design.v

```verilog
module mod_10_counter(input clk, input rst, output reg [3:0] out);
always @(posedge clk or posedge rst) begin
  if (rst)
    out <= 0;
  else if (out == 9)
    out <= 0;
  else
    out <= out + 1;
end
endmodule
```

## ./run.sh

```bash
#!/bin/bash
# OpenROAD 26Q1-2900-gdf79404cd8, Yosys 0.63+post, stock flow scripts
make -C /OpenROAD-flow-scripts/flow DESIGN_CONFIG=/design/flow/config.mk WORK_HOME=/design/flow/orfs finish
```

==> Slide: Implementation Results <==
Flow Results at a Glance

Critical path
  • Worst path buffer plus inverter count: 1
  • Required @ worst endpoint: between 0.8 and 0.9 ns
  • Crit path kind: register to primary output
  • CP Capture Type: primary output
  • Critical path fanouts, max: 2
  • Crit-path cells: dlygate4sd2_1
  • Critical Path AT: 0.84 ns
  • Cell family with most CP delay: flip-flops
  • Type of origin of the critical path: register
  • CP max stage cell: dfrtp_1
  • Largest stage delay on the critical path: 0.37 ns

Power and ir drop
  • Comb pwr share: around 1.9%
  • Maximum VDD drop: ~0.15 mV
  • P_sw: 63.0 uW
  • Clock network power share: 54.1%
  • Sw Share: 18.7%
  • Pwr Total: 336 uW
  • Lkg Pwr: 0.149 nW
  • Sequential power share: 44.0%
  • Pint: 273 uW
  • PwrDens: 1000 nW/um2

Synthesis
  • Flops after synth: 4
  • Register share after synthesis: between 50% and 60%
  • Post-synthesis cell count: 16
  • Top cells by area: dfrtp_1, inv_1, mux2i_1
  • Ys cells: 16
  • Commonest cells in the netlist: dfrtp_1, inv_1, o21ai_1
  • Synthesized area: approximately 170 um2
  • YS chip area: 169 um2
  • Netlist cell types: 9
  • Ys Warns: 1
  • Flip-flops with a built-in enable: 0
  • Synth Area per Inst: ~11 um2
  • Yosys top cell by area: dfrtp_1
  • Top-area cell share: approximately three fifths
  • Ys async rst share: about 100%
  • Top_reg_cell synth: dfrtp_1

Clock network
  • CTS tree: done
  • Root buffer cell: clkbuf_4
  • Clock buffer count from CTS: 3
  • # H-tree levels: 1
  • Clock Latency Late Sink: 0.24 ns
  • Reg clk slew, reported paths: around 0.040 ns
  • # hold bufs at CTS: 0
  • CTS Buffer Depth: 2
  • TritonCTS Sinks: 4

GRT
  • Initial antenna violation count: 0
  • Gr ovfl total: 0
  • Number of global-route vias before repair: 185
  • Tot GR Track Use: 1.79%
  • First-pass GRT wire length: slightly above 800 um
  • Largest net degree at the start of global routing: 7

Route
  • Initial DRC count: 1
  • Ant. Diodes: 0
  • Drt drc: 0
  • Drt total wl: 498 um
  • Vias: 149
  • Drt wl/cell: ~6.6 um
  • First drt pass iteration count: 3
  • Vias/cell: 1.99
  • ANT nets after route: 0

Layout
  • Biggest regs: out (4)
  • Max reg flops: 4
  • MI comb area: 53.8 um2
  • Fill cell count: 407
  • Register Area: 100 um2
  • P&R area growth vs syn: 98.5%
  • Cell Count, Final, Fillers Out: 75
  • Most flop-heavy register: out
  • Share of cells above drive strength 1: ~28%
  • Post-layout util: 9.82%

Timing
  • F_max: 0.943 GHz
  • Worst Setup Slack, final: 0.0390 ns
  • Slew Limit Fails: 0
  • Setup Skew: 0.00621 ns
  • Max_slew headroom: 87.2%
  • Final hold vios: 0
  • Setup TNS: 0 ns
  • Worst-margin pin slew: 0.186 ns
  • Crit share post-route: 96.5%
  • RSZ-0062 raised after global routing: false
  • Period minus WS final: 1.06 ns
  • Final setup fails: 0

Hold path
  • HP Class: input port to async pin

Floorplan
  • Die area: 6400 um2
  • Row cnt: 21
  • Die y size: 80 um
  • Die Span X: approximately 80 um
  • Fp util: 4.95%
  • Core area: 3420 um2
  • I/O Pins: 6

Placement
  • Place WS: -0.0160 ns
  • Dpl cells: roughly 70
  • Dpl hpwl: 354 um
  • IO buf count: 5
  • GPL Wtd Cong: 0.704

Run
  • Log Warnings: 25
  • Max_cap viols: 0

Status
  • Status: completed
==> cells by family (layout without fill, tap and decap cells) <==
logic type	after synthesis	in the layout	synth area share (%)
buf+inv	4	17	8.89
mux	1	1	5.93
xor+xnor	1	1	5.19
flops	4	4	59.3
simple gates	2	2	6.67
compound gates	4	4	14.1
==> cells in the final DEF, fill, tap and decap left out, drive strengths merged <==
cell type and instances:
dlygate4sd2 1, clkdlybuf4s15 3, inv 4, clkdlybuf4s50 1, nand3b 1, nand2 1
clkbuf 3, a22o 1, o21ai 3, dfrtp 4, mux2i 1, buf 5
xnor2 1
==> power groups by stage <==
stage         Sequential (mW)  Combinational (mW)  Clock [mW]
CTS                     0.148             0.00679       0.192
global route            0.148             0.00723       0.204
finish                  0.148             0.00645       0.182
==> what timing repair did <==
action | in CTS | in global routing
gates cloned | 0 | 0
buffers inserted | 1 | 1
resized | 5 | 3
setup endpoints to repair | 4 | 4
==> through the flow <==
stage	hold WS (ns)	area (um2)
2_1_floorplan	-0.0139	169
3_3_place_gp	0.455	299
3_5_place_dp	0.430	299
4_1_cts	0.173	325
5_1_grt	0.179	335
6_report	0.170	335
==> cell type report <==
class / instances / area share (%)
Clock buffer: 3 / 6.72
Multi-Input combinational cell: 8 / 16.0
Inverter: 4 / 4.48
Sequential cell: 4 / 29.9
Timing Repair Buffer: 10 / 25.7
Tap cell: 46 / 17.2
==> layer usage <==
metal	GRT usage, %	vias to the layer above	wire length, um
met5	0	-	0
met2	1.69	9	154
met4	0.352	0	0
li1	-	77	-
met1	2.00	63	212
met3	2.73	0	131
==> final timing paths <==
| kind | slack, ns | start | depth (start not counted) | end |
|---|---|---|---|---|
| worst min register to register | 0.56 | out[0] | 2 | out[0] |
| max in group asynchronous | 0.77 | rst | 2 | out[2] |
| min in group clk0 | 0.56 | out[0] | 2 | out[0] |
| worst min-delay path | 0.17 | rst | 2 | out[3] |
| worst max-delay path | 0.04 | out[2] | 1 | out[2] |
| worst max register to register | 0.06 | out[2] | 5 | out[3] |
Power and IR drop assume default switching activity.
