[flow/constraint.sdc]
current_design down_counter_4bit

set clk_period 1.7
set clk_io_pct 0.2

create_clock -name clk0 -period $clk_period [get_ports {clk}]

set non_clock_inputs [all_inputs -no_clocks]
set_input_delay [expr $clk_period * $clk_io_pct] -clock clk0 $non_clock_inputs
set_output_delay [expr $clk_period * $clk_io_pct] -clock clk0 [all_outputs]
[flow/design.v]
module down_counter_4bit(input clk, input rst, output reg [3:0] count);
always @(posedge clk or posedge rst) begin
  if (rst)
    count <= 4'b1111;
  else
    count <= count - 1;
end
endmodule
[flow/config.mk]
export PLATFORM = sky130hd
export DESIGN_NAME = down_counter_4bit
export DESIGN_NICKNAME = down_counter_4bit
export VERILOG_FILES = /design/flow/design.v
export SDC_FILE = /design/flow/constraint.sdc
export NUM_CORES = 4
export LEC_CHECK = 1
export CORE_AREA = 10 10 70 70
export DIE_AREA = 0 0 80 80
[flow/run.sh]
#!/bin/bash
# OpenROAD 26Q1-2900-gdf79404cd8, Yosys 0.63+post, stock flow scripts
make -C /OpenROAD-flow-scripts/flow DESIGN_CONFIG=/design/flow/config.mk WORK_HOME=/design/flow/orfs finish
==> flow_summary_export.csv <==
group,metric,value,unit
clock_network,clk_latency,0.23,ns
placement,dpl.cell_count,63,
critical_path,critPathBufInv,1,
global_routing,grt_pass1_vias,131,
critical_path,crit_path_end_kind,"primary output",
placement,place_ws,0.347,ns
route,remaining_drc_errors,0,
sta,slew_headroom,0.906,
critical_path,critPathRequiredTime,1.36,ns
critical_path,reg2reg_depth,3,
die,die_width,80,µm
clock_network,clock_path_buffers,2,
route,wire_per_inst,5.08,µm
synth,ys_ff,4,
flow_run,warnings,25,
critical_path,cp_top_family,"flip-flops",
final_layout,final_util,0.0850,
hold_path,hold_depth,1,
synth,yosysWarnings,1,
clock_network,cts_resized,0,
route,initialDrtViolationCount,0,
route,antennaDiodeCount,0,
clock_network,cts_tree,"built",
synth,synth_seq_share,0.656,
flow_run,drv_cap,0,
route,ant_nets,0,
critical_path,critPathSlowestCell,"dfstp_2",
clock_network,postCtsHoldBufs,0,
route,first_pass_iters,1,
critical_path,reg2reg_from,"count[0]",
synth,synth.yosys.num_cells,12,
pwr,ir_worst_vdd,0.108,mV
die,core,0.00342,mm²
clock_network,htree_levels,1,
final_layout,ff_latch_area,105,µm²
clock_network,post-cts-setup-buffers,0,
global_routing,overflow,0,
sta,tightest_slew,0.141,ns
synth,synthTopCellsByArea,"dfstp_2 66%, xor2_1 11%, inv_1 9.4%",
die,die.size.y,80,µm
clock_network,clk_root_buffer_cell,"clkbuf_4",
critical_path,worstReg2RegEnd,"count[2]",
sta,fin_ws,0.111,ns
placement,gp_congestion,0.706,
final_layout,top_regs,"count (4)",
placement,numPortBuffers,5,
die,row_count,21,
sta,hold_violations,0,
global_routing,grt_use_total,0.0134,
sta,setup_viol,0,
final_layout,drive_gt1_frac,0.400,
critical_path,crit_type,"flip-flop to primary output",
pwr,power.density,748,mW/mm²
clock_network,numCtsBuffers,3,
critical_path,cp-start-kind,"flip-flop",
hold_path,hp-start,"count[0]",
global_routing,grt_max_degree,5,
final_layout,largest_register_ffs,4,
run_status,run_status,"finished, final reports clean",
pwr,leakage,0.0000971,µW
final_layout,largest_register,"count",
route,wl,335,µm
clock_network,cts.clk_slew.worst_paths,0.04,ns
synth,netlist_area,160,µm²
critical_path,crit_arrival,1.25,ns
sta,finalClockPeriodUsage,0.935,
sta,skew,0.00341,ns
final_layout,fin_cells,66,
sta,max_freq,629,MHz
route,via_count,108,
clock_network,clkSinkCount,4,
sta,rsz0062_at_grt,"false",
synth,syn-instance-count,12,
die,die_area,0.00640,mm²
critical_path,worstPathMaxFanout,3,
synth,ys_types,5,
critical_path,r2r_slack,0.69,ns
placement,dp_hpwl,262,µm
synth,synth_top_cell_by_area,"dfstp_2",
critical_path,max_stage_delay,0.54,ns
sta,whs,0.482,ns
sta,tns,0,ns
sta,fin_crit,1.59,ns
synth,syn_area_per_cell,13.3,µm²
die,num_io_pins,6,
die,fp-utilization,0.0469,
global_routing,antenna_found_initial,0,
final_layout,syn_to_final_growth,81.2,%
final_layout,final-comb-area,40.0,µm²
hold_path,holdCritPathClass,"flip-flop to flip-flop",
sta,slew_violations,0,
synth,ys_area,160,µm²
route,via_per_inst,1.64,
final_layout,fillers,402,
critical_path,worstPathCellList,"clkdlybuf4s50_1",
hold_path,min_to,"count[0]",
global_routing,grt_pass1_wl,593,µm
synth,synth_top_area_share,0.656,
routing by layer:
| layer | vias to the layer above | part of all wire | wire [µm] | track usage |
|---|---|---|---|---|
| met5 | - | 0 | 0 | 0 |
| met4 | 0 | 0 | 0 | 0.00176 |
| met3 | 0 | 0.34 | 114 | 0.0273 |
| met2 | 9 | 0.27 | 89 | 0.0136 |
| met1 | 48 | 0.39 | 131 | 0.0107 |
| li1 | 51 | - | - | - |
through the flow:
| step | power, µW | cell area [µm²] |
|---|---|---|
| CTS | 224 | 290 |
| global route | 238 | 290 |
| global placement | 101 | 268 |
| finish | 217 | 290 |
| detailed placement | 101 | 268 |
| floorplan | 98.6 | 160 |
synth_stat cells:
cell type  n
nor3_2     1
dfstp_2    4
xor2_1     2
ha_1       1
inv_1      4
where the power goes:
group          internal (µW)  switching, µW  total (µW)  leakage, µW
sequential              96.1              0        96.1    0.0000445
combinational           2.15           1.90        4.06    0.0000388
clock                   78.9           37.9         117    0.0000138
total                    177           39.8         217    0.0000971
placed cells by master, fill, tap and decap left out:
cell type / Yosys / final
clkdlybuf4s50_1: 0 / 5
inv_1: 4 / 4
dfstp_2: 4 / 4
clkbuf_4: 0 / 3
xor2_1: 2 / 2
nor3_2: 1 / 1
ha_1: 1 / 1
worst max-delay path by stage:
| stage | start | to | slack [ns] | cells past startpoint |
|---|---|---|---|---|
| global route | count[1] | count[1] | 0.06 | 1 |
| finish | count[1] | count[1] | 0.11 | 1 |
| CTS | count[2] | count[2] | 0.09 | 1 |
kinds of logic (layout without fill, tap and decap cells):
| group | Yosys count | after routing | share of synthesized area |
|---|---|---|---|
| AND/OR/NAND/NOR | 1 | 1 | 0.0625 |
| XOR/XNOR | 2 | 2 | 0.109 |
| flip-flops | 4 | 4 | 0.656 |
| adder cells (fa/ha/maj) | 1 | 1 | 0.0781 |
| buffers and inverters | 4 | 12 | 0.0937 |
layout make-up:
| type | count | share of cell area |
|---|---|---|
| clock buffers | 3 | 0.0776 |
| repair buffers | 5 | 0.172 |
| flip-flops and latches | 4 | 0.362 |
| well taps | 46 | 0.198 |
| multi-input cells | 4 | 0.138 |
| inverters | 4 | 0.0517 |
Power figures rest on the tool's default switching activity, not on a simulated workload.
